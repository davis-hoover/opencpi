==> flow/config.mk <==
export PLATFORM = sky130hd
export DESIGN_NAME = arSRLFIFO
export DESIGN_NICKNAME = arSRLFIFO
export VERILOG_FILES = /design/flow/design.v
export SDC_FILE = /design/flow/constraint.sdc
export NUM_CORES = 4
export LEC_CHECK = 1
export CORE_UTILIZATION = 50
==> flow/constraint.sdc <==
current_design arSRLFIFO

set clk_period 26.9
set clk_io_pct 0.2

create_clock -name clk0 -period $clk_period [get_ports {CLK}]

set non_clock_inputs [all_inputs -no_clocks]
set_input_delay [expr $clk_period * $clk_io_pct] -clock clk0 $non_clock_inputs
set_output_delay [expr $clk_period * $clk_io_pct] -clock clk0 [all_outputs]
==> flow/design.v <==
module arSRLFIFO (CLK,RST_N,ENQ,DEQ,FULL_N,EMPTY_N,D_IN,D_OUT,CLR);
  parameter  width   = 128;
  parameter  l2depth = 5;
  localparam depth   = 2**l2depth;
  input             CLK;
  input             RST_N;
  input             CLR;
  input             ENQ;
  input             DEQ;
  output            FULL_N;
  output            EMPTY_N;
  input[width-1:0]  D_IN;
  output[width-1:0] D_OUT;
  reg[l2depth-1:0]  pos;              
  reg[width-1:0]    dat[depth-1:0];   
  reg               empty, full;
  integer i;
  always@(posedge CLK) begin
    if (ENQ) begin
      for(i=depth-1;i>0;i=i-1) dat[i] <= dat[i-1];
      dat[0] <= D_IN;
    end
  end
  always@(posedge CLK) begin
    if(!RST_N || CLR) begin
      pos     <= 1'b0;
      empty   <= 1'b1;
      full    <= 1'b0;
    end else begin
      if (!ENQ &&  DEQ) pos <= pos - 1;
      if ( ENQ && !DEQ) pos <= pos + 1;
      empty <= ((pos==0         && !ENQ) || (pos==1         && (DEQ&&!ENQ)));
      full  <= ((pos==(depth-1) && !DEQ) || (pos==(depth-2) && (ENQ&&!DEQ)));
    end
  end
  assign FULL_N  = !full;
  assign EMPTY_N = !empty;
  assign D_OUT   = dat[pos-1];
endmodule
==> flow/run.sh <==
#!/bin/bash
# OpenROAD 26Q1-2900-gdf79404cd8, Yosys 0.63+post, stock flow scripts
make -C /OpenROAD-flow-scripts/flow DESIGN_CONFIG=/design/flow/config.mk WORK_HOME=/design/flow/orfs finish
==> results_tabular.tex <==
% Generated from flow reports
\begin{tabular}{lr}
\hline
Metric & Value \\
\hline
\multicolumn{2}{l}{\textbf{Power and ir drop}} \\
Power density normalized to cell area & around 86 nW/µm² \\
Post-route total power & roughly 15 mW \\
Worst vdd rail ir drop & about 0.074 mV \\
Static leakage & about 57 nW \\
\multicolumn{2}{l}{\textbf{Synth}} \\
Yosys cell types & $\sim$84 \\
Synthesized area per cell & between 15 and 20 µm² \\
Simple share & 3.74\% \\
Number of enable-type register cells in the synthesized netlist & around 4100 \\
Sequential area share after synthesis & 81.1\% \\
Largest non-sequential cell family by area & AND-OR/OR-AND gates \\
Adder and majority cell fraction of the synthesized area & 0.0741\% \\
Number of instances in the synthesized netlist & 8455 \\
Flip-flop and latch count after synthesis & roughly 4000 \\
Yosys cell count & 8455 \\
Synth Warn \# & 2 \\
Mapped Area & 152000 µm² \\
Post-synthesis async set-or-reset flop share & 0\% \\
Main flop type & edfxtp\_1 \\
Post-synth mux share & 0.710\% \\
Post-synthesis xor/xnor area fraction & less than 1\% \\
Area share of and-or/or-and cells after synthesis & 12.8\% \\
Synthesis area per yosys & 152000 µm² \\
\multicolumn{2}{l}{\textbf{Detailed routing}} \\
Via-to-Cell Ratio & between 6 and 7 \\
DRC errors left & 0 \\
Final Routed Wirelength & 469000 µm \\
Detailed-router iteration count before antenna repair & 8 \\
Via count & $\sim$90000 \\
Post-detailed-route count of antenna-violating nets & 0 \\
Routed wire length per instance & about 36 µm \\
DRC marker count from the first detailed-route iteration & a little over 8000 \\
\multicolumn{2}{l}{\textbf{Clock tree}} \\
Clk sink count & 4103 \\
Master cell of the clock root buffer & clkbuf\_16 \\
TritonCTS Buffers & 415 \\
Clock-pin slew reported for the worst setup and hold paths after clock tree synthesis & 60 ps \\
Number of buffers on the longest clock path & 4 \\
Clock tree from TritonCTS & done \\
Hold\_buf cts & 0 \\
H-Tree Depth & 5 \\
Resized Gates After CTS & 0 \\
Clk latency late pin & 1020 ps \\
Number of buffers inserted to repair setup after CTS & 0 \\
\multicolumn{2}{l}{\textbf{Critical path}} \\
Crit path capture type & output pin \\
Startpoint type of the worst setup path & flop \\
Worst Setup Path Type & flop to output pin \\
Critical path data required time & $\sim$22000 ps \\
Data arrival time of the critical path & between 7000 and 8000 ps \\
Crit path top cell by count & buf\_4 \\
Slowest stage delay, CP & 1100 ps \\
Crit path max fanout & 74 \\
Delay-heaviest family, CP & buffers and inverters \\
List of cells traversed by the critical path & inv\_1, ha\_1, buf\_4, nor3b\_1, buf\_4, xnor2\_2, buf\_4, buf\_4, a221o\_1, nand4\_1, buf\_12, buf\_4, nor3\_1, buf\_4, o31a\_1, clkdlybuf4s50\_1 \\
Slowest cell on the critical path & nor3\_1 \\
Worst Path Buf+Inv & 9 \\
\multicolumn{2}{l}{\textbf{Worst hold path}} \\
Worst hold path class & flop to flop \\
\multicolumn{2}{l}{\textbf{Die}} \\
Io pins & about 260 \\
Starting Density & 50.5\% \\
Overall die area & roughly 310000 µm² \\
Standard-cell rows & around 200 \\
Height of the die & $\sim$550 µm \\
Horizontal die dimension & 553 µm \\
Core Area & 301000 µm² \\
\multicolumn{2}{l}{\textbf{STA}} \\
Final Max Slew Viols & 0 \\
Number of setup violations in the final report & 0 \\
Worst Hold Slack & $\sim$380 ps \\
Final Hold Vio Count & 0 \\
Max Freq & roughly 76 MHz \\
Worst Max-Slew Pin Slew & about 1300 ps \\
Final-layout setup total negative slack & 0 ps \\
Worst slew slack as a fraction of its limit & 11.3\% \\
Setup skew after layout & between 80 and 90 ps \\
Final critical-path required period & roughly 13000 ps \\
Ratio of final minimum period to clock period & about half \\
Setup repair after global routing missed its margin & false \\
\multicolumn{2}{l}{\textbf{Global route}} \\
Global-route wire length before repair & about 670000 µm \\
Largest net degree at the start of global routing & 144 \\
Initial antenna violation count & 7 \\
Overall Global Routing Usage & about a third \\
Via count of the first global-routing pass & 96600 \\
Overall overflow remaining after global route & 0 \\
\multicolumn{2}{l}{\textbf{Final layout}} \\
Fraction of layout instances using a drive strength above 1 & between 10\% and 20\% \\
Combinational Area & between 20000 and 30000 µm² \\
Reg area & $\sim$120000 µm² \\
P\&R area growth vs syn & 14.5\% \\
Util after Layout & a little under 60\% \\
Fill cell instance count of the final layout & approximately 22000 \\
Final standard cell area without fillers & $\sim$170000 µm² \\
\multicolumn{2}{l}{\textbf{Placement}} \\
Area after detailed placement & 161000 µm² \\
DPL Wire Length & 258000 µm \\
Number of buffer cells added on primary ports & approximately 260 \\
Final GP Congestion & 0.928 \\
\multicolumn{2}{l}{\textbf{Status}} \\
Status & finished, final reports clean \\
\multicolumn{2}{l}{\textbf{Flow run}} \\
Count of max-cap constraint violations & 0 \\
Tool warnings & around 65 \\
\hline
\end{tabular}
==> cells in the mapped netlist (all sizes together), types with 57 or more instances <==
| master | instances | share of area, % |
|---|---|---|
| a2111oi | 68 | 0.39 |
| a211oi | 63 | 0.31 |
| a21oi | 195 | 0.65 |
| a221oi | 202 | 1.2 |
| a222oi | 146 | 0.96 |
| a22o | 280 | 1.6 |
| a22oi | 876 | 4.3 |
| a31oi | 83 | 0.35 |
| a41oi | 80 | 0.50 |
| and3 | 103 | 0.42 |
| buf | 147 | 0.44 |
| clkbuf | 455 | 1.1 |
| edfxtp | 4096 | 81 |
| mux2i | 92 | 0.61 |
| nand2 | 375 | 0.93 |
| nand3 | 127 | 0.42 |
| nand4 | 57 | 0.23 |
| nor2 | 147 | 0.36 |
| nor4 | 177 | 0.73 |
| o21ai | 121 | 0.40 |
| o22ai | 96 | 0.40 |
| o2bb2ai | 62 | 0.36 |
==> layout make-up <==
type,count,share of cell area [%]
Sequential cell,4103,70.8
Multi-Input combinational cell,3738,15.5
Clock buffer,507,6.17
Timing Repair Buffer,597,3.16
Tap cell,3958,2.85
Clock inverter,247,1.52
Inverter,12,0.0259
Antenna cell,12,0.0173
==> final timing paths <==
check | start | end | slack [ps] | depth (start not counted)
setup / recovery | pos[0] | D_OUT[26] | 13720 | 16
hold / removal | dat[2][7] | dat[3][7] | 380 | 0
setup reg to reg | pos[4] | full | 24050 | 5
hold reg to reg | dat[2][7] | dat[3][7] | 380 | 0
==> power breakdown <==
part / total (mW) / internal (mW) / switching [mW] / leakage (nW)
Clock: 5.70 / 3.21 / 2.49 / 6.47
Sequential: 7.68 / 7.47 / 0.217 / 40.1
Combinational: 1.59 / 0.534 / 1.05 / 9.88
==> layout by cell type, fill, tap and decap left out, types with 94 or more instances in the layout <==
master / count
nand2_1: 371
nand3_1: 126
o22ai_1: 94
edfxtp_1: 4096
a21oi_1: 177
a22oi_1: 876
o21ai_0: 110
a221oi_1: 202
nor2_1: 133
buf_4: 307
clkdlybuf4s50_1: 261
and3_1: 103
a22o_1: 280
clkbuf_16: 415
a222oi_1: 146
nor4_1: 176
==> sequential cells by signal, indices dropped and copies added (netlist names) <==
register  flops
full          1
empty         1
pos           5
dat        4096
==> kinds of logic after synthesis <==
group                    Yosys count
AND-OR/OR-AND                   2499
XOR/XNOR                           5
adder cells (fa/ha/maj)            9
buffers and inverters            614
flip-flops                      4103
multiplexers                     106
AND/OR/NAND/NOR                 1119
==> stage by stage <==
stage / setup WS (ps) / cells
2_1_floorplan: 18420 / 8455
3_3_place_gp: 15110 / 12400
3_5_place_dp: 15110 / 12400
4_1_cts: 14060 / 13200
5_1_grt: 13720 / 13200
6_report: 13720 / 13200
==> layer usage <==
layer	global-route usage, %	part of all wire [%]	vias up
met1	43.5	31	44100
met2	43.6	42	8173
met5	2.53	0.21	-
met3	30.9	22	1208
li1	-	-	36800
met4	11.8	4.8	28
No activity file was given, so power comes from the tool's default toggle rates.
